==> flow/design.v <==
module keypad_driver (sw_clk, pb, mode, eBCD, rst);
	input sw_clk;				 
	input [15:0] pb;			 
	input mode;					 
	output reg [4:0] eBCD;		 
	output rst;					 
	reg [15:0] pb_1st;			 
	reg [15:0] pb_2nd;			 
	reg sw_toggle;				 
	reg [4:0]	temp;			 
	reg [34:0]	buffer = 0;			 
	reg [2:0]	cnt_buffer = 0;		 
	assign rst = pb[12];		 
	always @(posedge sw_clk, negedge rst, posedge mode) begin
		if (~rst) begin
			pb_2nd <= 16'h0000;
			pb_1st <= 16'h0000;
			sw_toggle <= 0;
			temp <= 5'h00;
			buffer <= 35'b0;
			cnt_buffer <= 3'b000;
		end 
		else if (mode) begin
			buffer		= buffer >> 5;		 
			cnt_buffer	= cnt_buffer ? cnt_buffer - 1 : cnt_buffer;	 
			eBCD		= buffer[4:0];		 
		end
		else begin
			pb_2nd <= pb_1st;		 
			pb_1st <= ~pb;			 
			if (pb_2nd == 'h0000 && pb_1st != pb_2nd) begin
				sw_toggle <= 1;
			end
			if (sw_toggle == 1 && pb_1st == pb_2nd) begin
				sw_toggle <= 0;
				case (pb_1st)
					'h0001:	temp = 5'h11;		 
					'h0002: temp = 5'h12;		 
					'h0004: temp = 5'h13;		 
					'h0008: temp = 5'h1a;		 
					'h0010: temp = 5'h14;		 
					'h0020: temp = 5'h15;		 
					'h0040: temp = 5'h16;		 
					'h0080: temp = 5'h1b;		 
					'h0100: temp = 5'h17;		 
					'h0200: temp = 5'h18;		 
					'h0400: temp = 5'h19;		 
					'h0800: temp = 5'h1c;		 
					'h2000: temp = 5'h10;		 
					'h4000: temp = 5'h1e;		 
					'h8000: temp = 5'h1f;		 
					default:temp = 5'h00;		 
				endcase
				if (temp[4]) begin
					buffer = buffer + ({30'h00_0000, temp} << (5 * cnt_buffer));		 
					cnt_buffer = cnt_buffer + 1;						 
					eBCD = buffer[4:0];		 
				end
				else begin
					eBCD = buffer[4:0];		 
				end
			end
		end
	end
endmodule
==> flow/run.sh <==
#!/bin/bash
# OpenROAD 26Q1-2900-gdf79404cd8, Yosys 0.63+post, stock flow scripts
make -C /OpenROAD-flow-scripts/flow DESIGN_CONFIG=/design/flow/config.mk WORK_HOME=/design/flow/orfs finish
==> flow/config.mk <==
export PLATFORM = sky130hd
export DESIGN_NAME = keypad_driver
export DESIGN_NICKNAME = keypad_driver
export VERILOG_FILES = /design/flow/design.v
export SDC_FILE = /design/flow/constraint.sdc
export NUM_CORES = 4
export LEC_CHECK = 1
export CORE_UTILIZATION = 50
==> flow/constraint.sdc <==
current_design keypad_driver

set clk_period 2.8
set clk_io_pct 0.2

create_clock -name clk0 -period $clk_period [get_ports {sw_clk}]

set non_clock_inputs [all_inputs -no_clocks]
set_input_delay [expr $clk_period * $clk_io_pct] -clock clk0 $non_clock_inputs
set_output_delay [expr $clk_period * $clk_io_pct] -clock clk0 [all_outputs]
==> Slide: Implementation Results <==
Run Summary

Die
  • Pre-placement core utilization: 0.521
  • Die extent in y: approximately 120 microns
  • DIE AREA: between 0.01 and 0.015 sq mm
  • Die Wd: about 120 microns
  • Rows: 41
  • Ports: 24
  • Core area: 0.0128 sq mm

GRT
  • Initial antenna violation count: 0
  • Vias in the first global route: about 6000
  • Largest net degree at the start of global routing: around 40
  • Gr ovfl total: 0
  • Global Route Usage Sum: 0.290
  • First-pass GRT wire length: 31.0 mm

Synthesis
  • Post-synth cell types: roughly 64
  • Cell type with the largest total area: dfbbp_1
  • Register area share after synthesis: 0.366
  • Syn Inst Count: 757
  • Ys flops: 76
  • Syn avg cell area: 8.79 sq um
  • Synthesis area per yosys: ~0.0067 sq mm
  • Netlist Area Pre-Place: 0.00665 sq mm
  • Synth warnings: 22
  • Yosys stat cell total: 757
  • Top cells by area: dfbbp_1 35%, nand2_1 7.0%, ha_1 7.0%
  • Max-area cell share: 0.347
  • Async set or reset register ratio after synthesis: 1.00
  • Commonest flop: dfbbp_1
  • EDFF count, synth: 0

Clock network
  • Cts bufs inserted: 9
  • CTS Buffer Depth: 2
  • Worst-Skew Late Latency: between 0.3 and 0.4 ns
  • H-tree levels: 3
  • Clk pin slew, worst setup/hold paths: approximately 0.070 ns
  • Clk root buf: clkbuf_16
  • CTS tree: built
  • Clk sinks: approximately 76

Timing
  • Worst-Margin Slew: 0.890 ns
  • Worst slew margin: 0.406
  • Fin crit period: 4.35 ns
  • Setup TNS Final: -42.90 ns
  • WHS: 0.379 ns
  • Setup Skew: 0.00820 ns
  • Slew Limit Fails: 0
  • Setup-failing EPs final: 38
  • RSZ-0062 raised after global routing: yes
  • Fin crit share: 1.55
  • Post-route setup slack: -1.55 ns
  • Fin. Hold Viols: 0
  • Max Clk Rate: 230 MHz

Drt
  • Vias/cell: 5.61
  • Drt drc: 0
  • Iteration-0 DRC Markers: 359
  • Number of routed nets with antenna violations: 0
  • DR WL/cell: between 15 and 20 microns
  • Post-Route WL: 19.6 mm
  • Vias: around 6400
  • Antenna diode count: 0
  • DRT Pass-1 Iters: 7

Worst setup path
  • Critical Path Fanout Max: 4
  • CP Launch Type: register
  • CP Data Arrival Time: approximately 4.6 ns
  • CP endpoint kind: register
  • Setup CP Type: reg -> reg
  • CP required: 3.09 ns

Flow run
  • Total tool warning count: roughly 92
  • # Max-Cap Violations: 0

Pwr
  • Power per cell area: 302 mW/mm^2
  • Maximum vdd drop: between 0.3 and 0.4 mV
  • Pwr Total: a little under 0.003 W
  • Leakage power: 4.17 nW

Placed design
  • Final GP Congestion: 0.947
  • Dpl cells: 1090
  • PortBufs: 23
  • DP Worst Slack: -1.66 ns
  • Hpwl dp: 13.5 mm

Cells and area
  • Share of cells above drive strength 1: 0.367
  • Final Non-Filler Cells: 1137
  • Area Overhead vs Synth: 44.1%

Outcome
  • Outcome: complete, but fails checks
  • Violated checks: setup timing

Worst hold path
  • Worst min path class: reg -> async
[area by class of cell]
class	instances	area, sq um
clock inverter	4	28.8
clock buffer	12	268
multi-input combinational	589	4500
fill	800	3190
inverter	47	176
tap	172	215
timing repair buffer	237	1960
sequential	76	2430
[per-stage QoR]
step | utilization | instance area (sq um)
4_1_cts | 0.709 | 9060
6_report | 0.750 | 9590
2_1_floorplan | - | 6790
5_1_grt | 0.750 | 9590
3_5_place_dp | 0.658 | 8400
3_3_place_gp | 0.658 | 8400
[cell usage after synthesis (8+ instances only)]
master / n
nand2_1: 124
dfbbp_1: 71
nor2_1: 64
o21a_1: 58
inv_1: 45
xnor2_1: 43
o21ai_0: 42
a21oi_1: 40
ha_1: 37
clkbuf_1: 32
a21o_1: 14
mux2i_1: 12
xor2_1: 12
mux2_2: 11
a31oi_1: 10
nor3_1: 10
buf_2: 9
or3_1: 9
nand3_1: 8
nand4_1: 8
[worst max-delay path, stage by stage (launching register included)]
cell and delay (ns):
dfbbp_1 0.45, or2_4 0.26, nor4_4 0.26, nand4_1 0.21, nor2_2 0.21, nor3_2 0.07, nand2_1 0.10, nand2_2 0.08
or3_4 0.41, or2_4 0.24, fa_2 0.34, nand2b_4 0.16, a21oi_4 0.21, o221ai_4 0.15, a21oi_4 0.22, o41ai_4 0.09
a31oi_2 0.25, a41oi_2 0.17, mux2_4 0.33, nand3_2 0.06
[metal layers]
layer	global-route usage	wire, microns	part of all wire	vias up
met5	0	0	0	-
met4	0.0365	314	0.016	0
met3	0.0526	913	0.047	28
met2	0.446	8810	0.45	172
met1	0.456	9520	0.49	3055
li1	-	-	-	3120
[repair_timing]
action | in CTS | in global routing
resized | 61 | 80
hold buffers | 0 | 0
gates cloned | 0 | 2
setup buffers | 13 | 21
setup endpoints to repair | 41 | 42
pin swaps | 45 | 55
[path summary, 6_finish.rpt]
path | start | end | slack, ns | depth (start not counted)
max | pb_1st[6]$_DFFSR_PPP_ | buffer[34]$_DFFE_PP0P_ | -1.55 | 19
min | buffer[31]$_DFFE_PP0P_ | buffer[26]$_DFFSRE_PPPP_ | 0.38 | 1
max reg2reg | pb_1st[6]$_DFFSR_PPP_ | buffer[34]$_DFFE_PP0P_ | -1.55 | 19
min reg2reg | buffer[31]$_DFFE_PP0P_ | buffer[26]$_DFFSRE_PPPP_ | 0.38 | 1
max in group asynchronous | mode | pb_1st[9]$_DFFSR_PPP_ | 1.12 | 5
min in group clk0 | buffer[31]$_DFFE_PP0P_ | buffer[31]$_DFFE_PP0P_ | 0.56 | 2
[sequential cells by signal, indices dropped and copies added, names as in the netlist]
name,count
pb_1st,16
sw_toggle,1
cnt_buffer,3
eBCD,5
pb_2nd,16
buffer,35
[cell usage in the layout, fill, tap and decap left out, types with 15 or more instances in the layout]
cell type | netlist | layout
a21oi_1 | 40 | 23
buf_4 | 3 | 197
ha_1 | 37 | 28
dfbbp_1 | 71 | 71
o21a_1 | 58 | 56
o21ai_1 | 0 | 27
a21oi_2 | 0 | 15
xnor2_1 | 43 | 37
clkdlybuf4s50_1 | 0 | 22
nand2_1 | 124 | 120
inv_1 | 45 | 44
nor2_1 | 64 | 47
[power by group]
group / switching, W / total, W / internal, W
clock network: 0.000516 / 0.00120 / 0.000684
logic: 0.000152 / 0.000283 / 0.000132
registers: 0.0000292 / 0.00141 / 0.00138
total: 0.000697 / 0.00290 / 0.00220
[cell families (layout without fill, tap and decap cells)]
| family | Yosys count | count (layout) | share of synthesized area |
|---|---|---|---|
| simple gates | 267 | 267 | 0.191 |
| compound gates | 206 | 206 | 0.206 |
| buf+inv | 92 | 300 | 0.0553 |
| flops | 76 | 76 | 0.366 |
| xor+xnor | 55 | 55 | 0.0724 |
| fa+ha+maj | 38 | 38 | 0.0726 |
| mux | 23 | 23 | 0.0367 |
Power and IR drop assume default switching activity.
