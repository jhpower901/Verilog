===== flow/config.mk =====
export PLATFORM = sky130hd
export DESIGN_NAME = simpleALU
export DESIGN_NICKNAME = simpleALU
export VERILOG_FILES = /design/flow/design.v
export SDC_FILE = /design/flow/constraint.sdc
export NUM_CORES = 4
export LEC_CHECK = 1
export CORE_UTILIZATION = 50

===== flow/constraint.sdc =====
current_design simpleALU

set clk_period 17.5
set clk_io_pct 0.2

create_clock -name clk0 -period $clk_period

set non_clock_inputs [all_inputs -no_clocks]
set_input_delay [expr $clk_period * $clk_io_pct] -clock clk0 $non_clock_inputs
set_output_delay [expr $clk_period * $clk_io_pct] -clock clk0 [all_outputs]

===== flow/design.v =====
module simpleALU (
	input		signed	[15:0]	in_A, in_B,	 
	input 				[2:0] 	opcode,		 
	output	reg	signed	[31:0]	result,		 
	output	reg					is_ovf		 
);
	wire [15:0] res_add, res_sub, res_shi;
	wire [31:0] res_mul;
	wire		ovf_add, ovf_sub, ovf_mul, ovf_shi;
	always @(*) begin
		case (opcode)
			3'b000: begin
				result <= {{16{res_add[15]}}, res_add};
				is_ovf <= ovf_add;
			end
			3'b001: begin
				result <= {{16{res_sub[15]}}, res_sub};
				is_ovf <= ovf_sub;
			end
			3'b010: begin
				result <= res_mul;
				is_ovf <= ovf_mul;
			end
			3'b011, 3'b100, 3'b101, 3'b110: begin
				result <= {{16{res_shi[15]}}, res_shi};
				is_ovf <= ovf_shi;
			end
			default: begin
				result <= 32'bx;
				is_ovf <= 1'bx;
			end
		endcase
	end
	adder		adder1		(.in_A(in_A), .in_B(in_B), .result(res_add), .is_ovf(ovf_add));
	subtractor	subtractor1	(.in_A(in_A), .in_B(in_B), .result(res_sub), .is_ovf(ovf_sub));
	multiplier	multiplier1	(.in_A(in_A), .in_B(in_B), .result(res_mul), .is_ovf(ovf_mul));
	shifters	shifters1	(.in_A(in_A), .in_B(in_B), .opcode(opcode[1:0]), .result(res_shi), .is_ovf(ovf_shi));
endmodule
module adder (
	input  signed	[15:0]	in_A, in_B,	 
	output signed	[15:0]	result,		 
	output 					is_ovf		 
);
	assign result = in_A + in_B;
	assign is_ovf = (~in_A[15] & ~in_B[15] & result[15]) | (in_A[15] & in_B[15] & ~result[15]);
endmodule
module subtractor (
	input  signed	[15:0]	in_A, in_B,	 
	output signed	[15:0]	result,		 
	output 					is_ovf		 
);
	assign result = in_A - in_B;
	assign is_ovf = (in_A[15] & ~in_B[15] & ~result[15]) | (~in_A[15] & in_B[15] & result[15]);
endmodule
module multiplier (
	input  signed	[15:0]	in_A, in_B,	 
	output signed	[31:0]	result,		 
	output 					is_ovf		 
);
	assign result = in_A * in_B;
	assign is_ovf = 0;
endmodule
module shifters (
	input	signed	[15:0]	in_A,
	input			[15:0]	in_B,		 
	input 			[1:0] 	opcode,		 
	output	signed	[15:0]	result,		 
	output					is_ovf		 
);
	assign is_ovf = 0;
	assign result = (opcode == 2'b11) ? in_A << in_B :	 
					(opcode == 2'b00) ? in_A >> in_B :	 
					(opcode == 2'b01) ? in_A <<< in_B :	 
					(opcode == 2'b10) ? {{16{in_A[15]}}, in_A} >>> in_B :	 
					16'bx;
endmodule

===== flow/run.sh =====
#!/bin/bash
# OpenROAD 26Q1-2900-gdf79404cd8, Yosys 0.63+post, stock flow scripts
make -C /OpenROAD-flow-scripts/flow DESIGN_CONFIG=/design/flow/config.mk WORK_HOME=/design/flow/orfs finish

==> impl_metrics.tcl <==
# yosys + openroad results
set metrics [dict create \
    dr.pass1.iters 5 \
    fp-utilization_pct 50.90 \
    vias 12510 \
    regArea_sq_um 0 \
    drc 0 \
    lay_top_cells "321 x inv_1, 264 x fa_1, 174 x nand2_1" \
    diodes 0 \
    routed_wl_um 44530 \
    use_met2_pct 52.98 \
    drive_above_1_share_pct 5.137 \
    grt_pass1_vias 12960 \
    cap_violations 0 \
    place_hpwl_um 34150 \
    openroad.warnings 50 \
    min-delay-start "opcode[2]" \
    cts_setup_buffers 0 \
    mostFrequentLayoutCell "inv_1" \
    synth.distinct_cells 78 \
    ctsResizeCount 0 \
    syn_area_sq_um 14180 \
    yosys_area_sq_um 14180 \
    netlist.area_leader.share_pct 37.27 \
    topCellsByArea "fa_1 37%, ha_1 10%, inv_1 8.5%" \
    maxSlewHeadroom_pct 27.56 \
    grt_use_total_pct 34.67 \
    die_area_sq_um 29030 \
    slew_violations 0 \
    die_w_um 170.4 \
    yosysSeqAreaShare_pct 0 \
    busiest_layer "met2" \
    grt_pass1_wl_um 72240 \
    grt_max_degree 46 \
    status "finished, final reports clean" \
    die_h_um 170.4 \
    drtIter0Drc 1000 \
    gr-total-overflow 0 \
    criticalPathCategory "input pin to primary output" \
    ios 68 \
    synthCells 1746 \
    crit_path_start_kind "input pin" \
    postCtsHoldBufs 0 \
    port_buffers 68 \
    nClkBuffers 0 \
    antenna_found_initial 0 \
    met3_usage_pct 8.856 \
    setup_viol 0 \
    rsz0062_at_grt "no" \
    gp_congestion 0.9912 \
    min_period_ps 15050 \
    ff_count 0 \
    top_area_cell "fa_1" \
    critPathRequiredTime_ps 14000 \
    hp-class "input pin to primary output" \
    syn2layout_area_growth_pct 7.254 \
    arrival_ps 11550 \
    use_met1_pct 50.36 \
    worstPathMaxFanout 18 \
    ys_cells 1746 \
    num_rows 61 \
    wl_per_cell_um 20.90 \
    vias_per_cell 5.874 \
    core_area_sq_um 27860 \
    yosys_warnings 1 \
    hold_violations 0 \
    critical_path.endpoint_type "primary output" \
    max_freq_mhz 66.45 \
    cp-startpoint "in_B[6]" \
    tightest_slew_ps 1059 \
    ant_nets 0 \
    finalClockPeriodUsage_pct 85.99 \
    syn_avg_cell_area_sq_um 8.121 \
    tns_ps 0 \
]
[cells by family (layout without fill, tap and decap cells)]
family | after synthesis | after routing | share of synthesized area [%]
multiplexers | 48 | 48 | 5.224
adder cells (fa/ha/maj) | 380 | 380 | 47.51
AND/OR/NAND/NOR | 533 | 533 | 18.13
AND-OR/OR-AND | 322 | 322 | 15.50
buffers and inverters | 429 | 435 | 11.54
XOR/XNOR | 34 | 34 | 2.100
[routing by layer]
metal	part of all wire, %	wire length, um	vias to the layer above
met1	41	18270	6163
li1	-	-	5711
met2	47	20750	523
met5	0.092	41	-
met4	4.0	1794	2
met3	8.3	3674	113
[cell usage after synthesis (4+ instances only)]
cell type	count
a211o_1	6
a211oi_1	15
a21o_1	18
a21oi_1	62
a221o_1	10
a22oi_1	7
a31oi_1	12
a41oi_1	4
and2_1	99
and3_1	8
buf_1	8
buf_2	6
clkbuf_1	86
fa_1	264
ha_1	116
inv_1	321
mux2_2	8
mux2i_1	20
mux4_2	20
nand2_1	174
nand2b_1	17
nand3_1	22
nand4_1	8
nor2_1	129
nor2b_1	7
nor3_1	23
nor4_1	15
o211ai_1	15
o21a_1	15
o21ai_0	69
o21bai_1	6
o221ai_1	14
o22ai_1	6
o311ai_0	4
o31a_1	4
o31ai_1	11
o32ai_1	4
o41ai_1	4
or2_2	8
or3_1	6
xnor2_1	25
xor2_1	9
[critical path: stages]
cell             delay (ps)
clkdlybuf4s50_1         830
ha_1                    480
fa_1                    500
inv_1                    60
fa_1                    450
fa_1                    510
inv_1                    50
fa_1                    490
fa_1                    490
inv_1                    50
fa_1                    470
inv_1                    40
ha_1                    320
o21ai_0                 250
o21ai_0                 240
a2111oi_0               970
a21oi_1                 380
a2111oi_0               560
o21bai_1                130
xnor2_1                 140
o21ai_0                 150
clkdlybuf4s50_1         480
[through the flow]
stage          hold slack [ps]  cells  setup WS, ps  cell area, sq um  utilization (%)
2_1_floorplan             7236   1746          3677             14180                -
6_report                  8288   2130          2452             15210            54.59
3_3_place_gp              8304   2130          2466             15210            54.59
5_1_grt                   8319   2130          1966             15210            54.59
4_1_cts                   8304   2130          2430             15210            54.59
3_5_place_dp              8299   2130          2510             15210            54.59
[path summary, 6_finish.rpt]
path,end,slack (ps),cells past startpoint
max,result[24],2450,22
min,result[11],8290,5
[layout make-up]
class | count | area, sq um
inverter | 326 | 1224
timing repair buffer | 109 | 968.4
multi-input combinational | 1317 | 12540
fill | 2637 | 12650
tap | 378 | 473.0
